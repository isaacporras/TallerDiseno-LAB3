===== /design/flow/design.v =====
module correr_derecha_aritmetico #(parameter N = 8)(input logic signed [N-1:0] A,
													  output logic signed [N-1:0] shift_right_out);
assign shift_right_out = signed'(A) >>> 1;
endmodule 
module correr_izquierda_aritmetico #(parameter N = 8)(input logic signed [N-1:0] A,
													  output logic signed [N-1:0] shift_right_out);
assign shift_right_out = signed'(A) <<< 1;
endmodule 
module restador #(parameter N = 8) 
					  (input logic [N-1:0] a, b,
					   output logic [N-1:0] rest_out,
						output logic cout);
assign {cout, rest_out} = a - b;
endmodule
module sumador #(parameter N = 8) (input logic [N-1:0] a, b,
										     input logic cin,
										     output logic [N-1:0] sum_out,
										     output logic cout);
assign {cout, sum_out} = a + b + cin;
endmodule
module compuerta_and #(parameter N = 8)(input logic [N-1:0] a,b,
										output logic [N-1:0] and_out );
assign and_out = a & b;
endmodule
module compuerta_not #(parameter N = 8)(input logic [N-1:0] a,
													 output logic [N-1:0] not_out );
assign not_out = ~a;
endmodule
module compuerta_or #(parameter N = 8)(input logic [N-1:0] a,b,
										output logic [N-1:0] or_out );
assign or_out = a | b;
endmodule
module compuerta_xor #(parameter N = 8) (input logic [N-1:0] a,b,
													  output logic [N-1:0] xor_out );
assign xor_out = a ^ b;
endmodule
module correr_derecha_logico #(parameter N = 8)(input logic [N-1:0] A,
													  output logic [N-1:0] shift_right_out);
assign shift_right_out = A >> 1;
endmodule 
module correr_izquierda_logico #(parameter N = 8)(input logic [N-1:0] A,
													  output logic [N-1:0] shift_left_out );
assign shift_left_out = A << 1;
endmodule 
module mux1a2 #(parameter N = 8)
		(input logic[N-1:0] result1, result2,
		input logic control,
		output logic[N-1:0] out);
	always_comb
		case(control)
			1'b0 : out = result1;
			1'b1 : out = result2;
			default : out = 'z;
		endcase
endmodule 
module mux3a8 #(parameter N = 8)
		(input logic[N-1:0] result1, result2, result3, result4, result5, result6, result7, result8,
		input logic[2:0] control,
		output logic[N-1:0] out);
	always_comb
		case(control)
			3'd0 : out = result1;
			3'd1 : out = result2;
			3'd2 : out = result3;
			3'd3 : out = result4;
			3'd4 : out = result5;
			3'd5 : out = result6;
			3'd6 : out = result7;
			3'd7 : out = result8;
			default : out = 'z;
		endcase
endmodule 
module unidad_logico_aritmetica
	#(parameter N = 8)
		(input logic [N-1:0] operador1, operador2,
		input logic [3:0] ALUControl,
		output logic [N-1:0] resultadoFinal,
		output logic flagNegativo,
		output logic flagCero,
		output logic flagOverflow,
		output logic flagCarry);
			logic [N-1:0] and_resultado, or_resultado, xor_resultado, not_resultado;
			logic [N-1:0] correr_izq_al_resultado, correr_der_al_resultado, correr_izq_bl_resultado, correr_der_bl_resultado;
			logic [N-1:0] suma_resultado, resta_resultado;
			logic carry_out_suma;
			logic carry_out_resta;
			logic signed [N-1:0] correr_izq_aa_resultado, correr_der_aa_resultado, correr_izq_ba_resultado, correr_der_ba_resultado;
			logic [N-1:0] resultado1, resultado2;
			compuerta_and #(N) And(operador1, operador2, and_resultado); 
			compuerta_or #(N) Or(operador1, operador2, or_resultado); 
			compuerta_xor #(N) Xor(operador1, operador2, xor_resultado); 
			compuerta_not #(N) Not(operador1, not_resultado); 
			correr_derecha_logico #(N) RAShiftL(operador1, correr_der_al_resultado);
			correr_izquierda_logico #(N) LAShiftL(operador1, correr_izq_al_resultado);
			correr_derecha_logico #(N) RBShiftL(operador2, correr_der_bl_resultado);
			correr_izquierda_logico #(N) LBShiftL(operador2, correr_izq_bl_resultado);
			mux3a8 #(N) MuxL(and_resultado, or_resultado, xor_resultado, not_resultado, correr_der_al_resultado, correr_izq_al_resultado,
			correr_der_bl_resultado, correr_izq_bl_resultado, ALUControl[2:0], resultado1);
			sumador #(N) Add(operador1, operador2, 1'b0, suma_resultado, carry_out_suma);
			restador #(N) Minus(operador1, operador2, resta_resultado, carry_out_resta);
			correr_derecha_aritmetico #(N) RAShiftA(operador1, correr_der_aa_resultado);
			correr_izquierda_aritmetico #(N) LAShiftA(operador1, correr_izq_aa_resultado);
			correr_derecha_aritmetico #(N) RBShiftA(operador2, correr_der_ba_resultado);
			correr_izquierda_aritmetico #(N) LBShiftA(operador2, correr_izq_ba_resultado);
			mux3a8 #(N) MuxA(suma_resultado, resta_resultado, correr_der_aa_resultado, correr_izq_aa_resultado, 
			correr_der_ba_resultado, correr_izq_ba_resultado, 1'bz, 1'bz, ALUControl[2:0], resultado2);
			mux1a2 #(N) MuxR(resultado1, resultado2, ALUControl[3], resultadoFinal);
			flag_negativo #(N) Fnegativo(resultadoFinal[N-1], ALUControl[3], flagNegativo);
			flag_cero #(N) FCero(resultadoFinal, ALUControl[3], flagCero);
			flag_overflow #(N) FOverflow(operador1[N-1], operador2[N-1], resultadoFinal[N-1], ALUControl, flagOverflow);
			flag_carry #(N) FCarry(carry_out_suma, carry_out_resta, ALUControl, flagCarry);
endmodule 
module flag_carry #(parameter N = 8) 
						(input logic carry_in_suma, carry_in_resta,
						 input logic[3:0] ALU_Control, 
						 output logic carry_output);
assign carry_output = (carry_in_suma & (ALU_Control == 4'b1000)) | (carry_in_resta & (ALU_Control == 4'b1001));
endmodule 
module flag_cero #(parameter N = 8)
						(input logic[N-1:0] num,
						 input logic ALUControl,
						 output logic zero_output);
	assign zero_output = (num == '0) & ALUControl;
endmodule 
module flag_negativo #(parameter N = 8)(
							  input logic ultimo_bit, ALUControl,
							  output logic resultado);
assign resultado = ultimo_bit & ALUControl;
endmodule 
module flag_overflow #(parameter N = 8)
							 (input logic msb_num1, msb_num2, msb_resultado,
                       input logic[3:0] ALU_Control, 
                       output logic overflow);
logic operacion;  
logic signo_operandos; 
logic cambio_de_signo;
assign operacion = ALU_Control[3:1] == 3'b100;  
assign signo_operandos = !(msb_num1 ^ ALU_Control[0] ^ msb_num2);  
assign cambio_de_signo = (msb_num1 ^ msb_resultado);  
assign overflow = operacion & signo_operandos & cambio_de_signo;
endmodule

===== /design/flow/run.sh =====
#!/bin/bash
# OpenROAD 26Q1-2900-gdf79404cd8, Yosys 0.63+post, stock flow scripts
make -C /OpenROAD-flow-scripts/flow DESIGN_CONFIG=/design/flow/config.mk WORK_HOME=/design/flow/orfs finish

===== /design/flow/config.mk =====
export PLATFORM = sky130hd
export DESIGN_NAME = unidad_logico_aritmetica
export DESIGN_NICKNAME = unidad_logico_aritmetica
export VERILOG_FILES = /design/flow/design.v
export SDC_FILE = /design/flow/constraint.sdc
export NUM_CORES = 4
export LEC_CHECK = 1
export CORE_AREA = 10 10 92 92
export DIE_AREA = 0 0 102 102

===== /design/flow/constraint.sdc =====
current_design unidad_logico_aritmetica

set clk_period 5.6
set clk_io_pct 0.2

create_clock -name clk0 -period $clk_period

set non_clock_inputs [all_inputs -no_clocks]
set_input_delay [expr $clk_period * $clk_io_pct] -clock clk0 $non_clock_inputs
set_output_delay [expr $clk_period * $clk_io_pct] -clock clk0 [all_outputs]

==> run_results.csv <==
group,metric,value,unit
placed_design,placedCellCount,395,
placed_design,post-place-ws,62.2,ps
global_routing,grtUsageMet1,0.185,
synthesis,synth_cell_type_count,57,
placed_design,numPortBuffers,32,
synthesis,top_area_frac,0.159,
power,p_int,103,uW
floorplan,fp_util,0.293,
synthesis,syn-cell-area,0.00189,mm^2
setup_path,cp_slowest_stage_delay,530,ps
cells_and_area,comb_area,0.00168,mm^2
cells_and_area,final_common_cell,"clkdlybuf4s50_1",
power,p_leak,0.00103,uW
cells_and_area,lay_top_cells,"clkdlybuf4s50_1, a21oi_1, inv_1",
setup_path,required,4480,ps
global_routing,use_met3,0.00954,
placed_design,gp_congestion,1.04,
synthesis,postSynthAreaPerCell,6.74,um^2
global_routing,grt_max_degree,29,
setup_path,crit_buf_inv,3,
global_routing,grt_overflow,0,
synthesis,synth_seq_share,0,
global_routing,grt_usage,0.125,
detailed_routing,antenna_left,0,
setup_path,path_depth,11,
floorplan,rows,29,
setup_path,critical_path_class,"input port to output port",
global_routing,grt_first_pass_wirelength,10900,um
setup_path,cp_top_family,"simple AND/OR/NAND/NOR gates",
global_routing,antenna_found_initial,0,
timing,slew_headroom,0.476,
setup_path,crit_path_cell_trace,"clkdlybuf4s50_1, inv_1, ha_1, o21ba_2, or4_4, o21ai_2, mux2i_1, nor4_4, a21oi_2, nor4_2, clkdlybuf4s50_1",
power,peakVddDrop,0.0000224,V
clock_tree,cts_hold_buf,0,
synthesis,ys_area,0.00189,mm^2
synthesis,ys_warn_count,6,
global_routing,top_usage_layer,"met2",
cells_and_area,area_growth_syn_to_layout,26.4,%
detailed_routing,num_vias,2214,
detailed_routing,routedWlPerCell,16.4,um
detailed_routing,drt-total-wl,6480,um
power,clkPwrFrac,0,
floorplan,chipArea,0.0104,mm^2
power,pwr-share-seq,0,
setup_path,crit_path_max_fanout,4,
run,warnings,48,
run,maxCapViolations,0,
detailed_routing,first_pass_iters,5,
detailed_routing,drtIter0Drc,234,
timing,layout_setup_ws,178,ps
setup_path,crit_path_top_delay_cell,"clkdlybuf4s50_1",
synthesis,area_leaders,"ha_1, a21oi_1, inv_1",
outcome,status,"complete, no violations",
setup_path,cp-startpoint,"operador1[1]",
setup_path,crit_top_cell,"clkdlybuf4s50_1",
cells_and_area,final_area,0.00239,mm^2
timing,worstMarginPinSlew,779,ps
timing,setup_viol,0,
timing,setup_tns,0,ps
synthesis,netlist_instances,281,
setup_path,cp-start-kind,"input port",
floorplan,fp.dieW,102,um
cells_and_area,finalNonFillerCells,395,
power,pwr-share-comb,1.000,
detailed_routing,diodes,0,
floorplan,coreArea,0.00646,mm^2
detailed_routing,remaining_drc_errors,0,
setup_path,end_kind,"output port",
cells_and_area,layout-drive-gt1-share,0.126,
power,powerDensity,90.5,mW/mm^2
timing,min_period,5420,ps
timing,final.period_utilization,0.968,
hold_path,hold_class,"input port to output port",
synthesis,synth-cells-yosys,281,
global_routing,use_met2,0.206,
power,netSwitchingPower,113,uW
timing,slew_viol_final,0,
cells_and_area,seq_area,0,um^2
timing,hold_viol_final,0,
timing,timing.fmax,0.184,GHz
detailed_routing,vias_per_cell,5.61,
floorplan,boundaryPins,32,
synthesis,yosysTopAreaCell,"ha_1",
cells_and_area,clock_buffers,0,
floorplan,die_y,102,um
cells_and_area,n_sequential_cell,0,
power,switching_share,0.522,
cells_and_area,nFillCells,694,
global_routing,grt_pass1_vias,2064,
setup_path,arrival,4300,ps
placed_design,placed_area,0.00239,mm^2
setup_path,crit_path_end,"flagCero",
placed_design,dp_hpwl,5210,um
timing,rsz0062_at_grt,"false",
Yosys cell counts (3+ instances only):
library cell	number
nor3_1	6
o22ai_1	3
ha_1	24
nand2_1	24
mux2_2	3
a221oi_1	5
nor2b_1	6
o211ai_1	6
xnor2_1	7
clkbuf_1	5
a31oi_1	5
nand3_1	7
nor2_1	22
nand4_1	3
a22oi_1	3
o21ai_0	16
a21oi_1	28
nand2b_1	8
inv_1	27
o21bai_1	4
mux2i_1	10
buf_2	10
o221ai_1	5
cells by family (layout without fill, tap and decap cells):
kind of cell	count (synthesis)	after routing	synth area share
and+or+nand+nor	87	87	0.236
xor gates and xnor gates	9	9	0.0416
AOI/OAI and AO/OA	96	96	0.332
buffers and inverters	48	85	0.114
muxes	15	15	0.0965
adders and majority gates	26	26	0.180
power by group through the flow:
stage	registers (uW)	clock network, uW	logic [uW]
finish	0	0	216
global route	0	0	240
CTS	0	0	215
worst min-delay path, delay by kind of cell:
family / cells / cell delay (ps)
buffers and inverters: 2 / 600
AOI/OAI and AO/OA: 3 / 310
and+or+nand+nor: 1 / 90
metrics by stage:
| stage | utilization | total power [uW] | hold WS (ps) |
|---|---|---|---|
| 3_3_place_gp | 0.370 | 216 | 3390 |
| 5_1_grt | 0.370 | 240 | 3310 |
| 4_1_cts | 0.370 | 215 | 3400 |
| 2_1_floorplan | - | 134 | 2320 |
| 3_5_place_dp | 0.370 | 214 | 3390 |
| 6_report | 0.370 | 216 | 3240 |
what timing repair did:
action,4_1_cts,5_1_grt
setup buffers,0,0
gates resized,0,2
endpoints found under the setup margin,0,1
worst min path at each step:
stage,start,to,slack (ps),depth (start not counted)
4_1_cts,operador1[7],flagOverflow,3400,4
5_1_grt,operador2[2],resultadoFinal[1],3310,6
6_report,operador2[2],resultadoFinal[1],3240,6
layout make-up:
cell class,count,area share
well taps,77,0.0403
repair buffers,57,0.213
multi-input cells,233,0.702
inverters,28,0.0439
metal layers:
layer / vias to the layer above / wire length [um]
li1: 1090 / -
met1: 1016 / 3000
met2: 106 / 2920
met3: 2 / 559
met4: 0 / 5
met5: - / 0
Power and IR drop assume default switching activity.
