==> flow/design.v <==
module divisor #(parameter N = 8) (input logic [N-1:0] a,b,
													  output logic [N-1:0] div_out );
assign div_out = a / b;
endmodule
==> flow/run.sh <==
#!/bin/bash
# OpenROAD 26Q1-2900-gdf79404cd8, Yosys 0.63+post, stock flow scripts
make -C /OpenROAD-flow-scripts/flow DESIGN_CONFIG=/design/flow/config.mk WORK_HOME=/design/flow/orfs finish
==> flow/config.mk <==
export PLATFORM = sky130hd
export DESIGN_NAME = divisor
export DESIGN_NICKNAME = divisor
export VERILOG_FILES = /design/flow/design.v
export SDC_FILE = /design/flow/constraint.sdc
export NUM_CORES = 4
export LEC_CHECK = 1
export CORE_AREA = 10 10 101 101
export DIE_AREA = 0 0 111 111
==> flow/constraint.sdc <==
current_design divisor

set clk_period 16.7
set clk_io_pct 0.2

create_clock -name clk0 -period $clk_period

set non_clock_inputs [all_inputs -no_clocks]
set_input_delay [expr $clk_period * $clk_io_pct] -clock clk0 $non_clock_inputs
set_output_delay [expr $clk_period * $clk_io_pct] -clock clk0 [all_outputs]
==> report_table.html <==
<h2>Synthesis and place &amp; route</h2>
<table>
<tr><th>Metric</th><th>Value</th></tr>
<tr><th colspan="2">Status</th></tr>
<tr><td>Status</td><td>complete, no violations</td></tr>
<tr><th colspan="2">Finish</th></tr>
<tr><td>Finished layout cell area</td><td>about 2800 sq um</td></tr>
<tr><td>Area taken by flip-flops and latches</td><td>0 sq um</td></tr>
<tr><td>Most frequent logic cell in the layout</td><td>sky130_fd_sc_hd__buf_4</td></tr>
<tr><td>Layout overhead on the synthesized area</td><td>66.8%</td></tr>
<tr><td>Final sequential cell count</td><td>0</td></tr>
<tr><td>Clock Buffer Count</td><td>0</td></tr>
<tr><td>Share of post-route cells with drive strength above 1</td><td>0.404</td></tr>
<tr><td>Most numerous logic cells after layout</td><td>sky130_fd_sc_hd__buf_4, sky130_fd_sc_hd__ha_1, sky130_fd_sc_hd__clkdlybuf4s50_1, sky130_fd_sc_hd__inv_1, sky130_fd_sc_hd__nor2_1</td></tr>
<tr><td>Fillers</td><td>782</td></tr>
<tr><th colspan="2">Job</th></tr>
<tr><td>Log Warnings</td><td>33</td></tr>
<tr><td>Max Cap Viol</td><td>0</td></tr>
<tr><th colspan="2">Power and ir drop</th></tr>
<tr><td>Areal power density over the cells</td><td>44.2 nW/um^2</td></tr>
<tr><td>Maximum resistive drop on vdd</td><td>0.0000178 V</td></tr>
<tr><td>Leakage power</td><td>0.00130 uW</td></tr>
<tr><th colspan="2">Routing</th></tr>
<tr><td>First drt pass iteration count</td><td>4</td></tr>
<tr><td>Metal1 wirelength</td><td>2590 microns</td></tr>
<tr><td>Routed vias/inst</td><td>4.61</td></tr>
<tr><td>Number of nets still failing antenna checks after routing</td><td>0</td></tr>
<tr><td>DRC violation count after routing</td><td>0</td></tr>
<tr><td>Met2 WL post-DR</td><td>2620 microns</td></tr>
<tr><td>Highest Signal Layer</td><td>met4</td></tr>
<tr><td>Drt initial violations</td><td>58</td></tr>
<tr><td>Met3 wirelength from detailed routing</td><td>133 microns</td></tr>
<tr><td>DRT Wirelength</td><td>5370 microns</td></tr>
<tr><td>Vias</td><td>1945</td></tr>
<tr><td>Total antenna diodes in the routed design</td><td>0</td></tr>
<tr><td>Wirelength per Cell</td><td>roughly 13 microns</td></tr>
<tr><th colspan="2">STA</th></tr>
<tr><td>Hold_ws</td><td>roughly 7600 ps</td></tr>
<tr><td>Final Hold Violation Tally</td><td>0</td></tr>
<tr><td>Worst-Margin Slew</td><td>around 540 ps</td></tr>
<tr><td>Shortest period the worst path allows</td><td>16170 ps</td></tr>
<tr><td>Final Slew Violations</td><td>0</td></tr>
<tr><td>Highest clock rate</td><td>0.0619 GHz</td></tr>
<tr><td>Final setup vio count</td><td>0</td></tr>
<tr><td>Final Cycle Share</td><td>0.968</td></tr>
<tr><td>Normalized max-slew margin</td><td>0.641</td></tr>
<tr><th colspan="2">Hold path</th></tr>
<tr><td>Class of the tightest hold or removal check</td><td>in2out</td></tr>
<tr><td>Worst hold path stage count</td><td>5</td></tr>
<tr><th colspan="2">Die</th></tr>
<tr><td>Number of ports placed on the die boundary</td><td>24</td></tr>
<tr><td>Placement row count</td><td>33</td></tr>
<tr><td>X dimension of the die</td><td>about 110 microns</td></tr>
<tr><td>Initial core utilization</td><td>0.208</td></tr>
<tr><td>Die Y</td><td>111 microns</td></tr>
<tr><td>Core area</td><td>8130 sq um</td></tr>
<tr><td>Chip Footprint</td><td>12300 sq um</td></tr>
<tr><th colspan="2">Global routing</th></tr>
<tr><td>Via count of the first global-routing pass</td><td>1860</td></tr>
<tr><td>Pin count of the biggest net entering global routing</td><td>9</td></tr>
<tr><td>All-Layer GR Usage</td><td>0.0772</td></tr>
<tr><td>Total grt overflow</td><td>0</td></tr>
<tr><td>Initial antenna violation count</td><td>0</td></tr>
<tr><td>Global-route wire length before repair</td><td>between 8000 and 9000 microns</td></tr>
<tr><th colspan="2">Synthesis</th></tr>
<tr><td>Library cell with the largest summed area after synthesis</td><td>sky130_fd_sc_hd__ha_1</td></tr>
<tr><td>Cell area after synthesis</td><td>1690 sq um</td></tr>
<tr><td>Cell count in the Yosys report</td><td>222</td></tr>
<tr><td>Yosys warning count</td><td>0</td></tr>
<tr><td>Top cells by area, synth</td><td>sky130_fd_sc_hd__ha_1, sky130_fd_sc_hd__inv_1, sky130_fd_sc_hd__nor2_1</td></tr>
<tr><td>Gate count after technology mapping</td><td>222</td></tr>
<tr><td>Number of distinct library cells after synthesis</td><td>56</td></tr>
<tr><td>Chip Area, Yosys</td><td>roughly 1700 sq um</td></tr>
<tr><td>Post-Syn Area per Cell</td><td>7.63 sq um</td></tr>
<tr><td>Sequential area share after synthesis</td><td>0</td></tr>
<tr><td>Area share of the largest cell type after synthesis</td><td>0.273</td></tr>
<tr><th colspan="2">Worst setup path</th></tr>
<tr><td>Biggest cell delay along the critical path</td><td>600 ps</td></tr>
<tr><td>Critical path class</td><td>in2out</td></tr>
<tr><td>Required time of the critical path</td><td>13360 ps</td></tr>
<tr><td>Critical path capture point type</td><td>primary output</td></tr>
<tr><td>Critical Path Start Type</td><td>primary input</td></tr>
<tr><td>Worst endpoint data arrival time</td><td>12830 ps</td></tr>
<tr><td>CP max stage cell</td><td>sky130_fd_sc_hd__a2111oi_4</td></tr>
<tr><td>Largest fanout of any net on the critical path</td><td>7</td></tr>
<tr><td>Cell occurring most often along the worst timing path</td><td>sky130_fd_sc_hd__ha_1</td></tr>
<tr><th colspan="2">Placement</th></tr>
<tr><td>Global placement routability congestion</td><td>approximately 0.84</td></tr>
<tr><td>Number of buffer cells added on primary ports</td><td>24</td></tr>
<tr><td>Placed inst area</td><td>2530 sq um</td></tr>
<tr><td>Detailed Place HPWL</td><td>4390 microns</td></tr>
<tr><th colspan="2">Clock network</th></tr>
<tr><td>Post-CTS Hold Buffers</td><td>0</td></tr>
</table>
cells by family (layout without fill, tap and decap cells):
| kind of cell | count (synthesis) | in the layout | synth area share |
|---|---|---|---|
| fa+ha+maj | 37 | 37 | 0.273 |
| simple gates | 69 | 69 | 0.215 |
| buf+inv | 25 | 120 | 0.0591 |
| mux | 11 | 11 | 0.0709 |
| compound gates | 70 | 70 | 0.330 |
| xor+xnor | 10 | 10 | 0.0517 |
power breakdown:
group | switching (uW) | internal [uW] | total [uW]
Clock | 0 | 0 | 0
Combinational | 56.8 | 68.2 | 125
Sequential | 0 | 0 | 0
Total | 56.8 | 68.2 | 125
synthesized netlist by cell type, types with 2 or more instances:
| library cell | number |
|---|---|
| sky130_fd_sc_hd__a211oi_2 | 2 |
| sky130_fd_sc_hd__a21o_1 | 4 |
| sky130_fd_sc_hd__a21oi_1 | 11 |
| sky130_fd_sc_hd__a221o_1 | 2 |
| sky130_fd_sc_hd__a221oi_1 | 2 |
| sky130_fd_sc_hd__a31oi_1 | 4 |
| sky130_fd_sc_hd__and2_1 | 2 |
| sky130_fd_sc_hd__and3_1 | 2 |
| sky130_fd_sc_hd__clkbuf_1 | 5 |
| sky130_fd_sc_hd__ha_1 | 37 |
| sky130_fd_sc_hd__inv_1 | 18 |
| sky130_fd_sc_hd__mux2_2 | 4 |
| sky130_fd_sc_hd__mux2i_1 | 6 |
| sky130_fd_sc_hd__nand2_1 | 13 |
| sky130_fd_sc_hd__nand2b_1 | 3 |
| sky130_fd_sc_hd__nor2_1 | 17 |
| sky130_fd_sc_hd__nor2b_1 | 3 |
| sky130_fd_sc_hd__nor3_1 | 7 |
| sky130_fd_sc_hd__nor4_1 | 2 |
| sky130_fd_sc_hd__o211ai_1 | 4 |
| sky130_fd_sc_hd__o21a_1 | 8 |
| sky130_fd_sc_hd__o21a_2 | 2 |
| sky130_fd_sc_hd__o21ai_0 | 11 |
| sky130_fd_sc_hd__o21ai_1 | 2 |
| sky130_fd_sc_hd__o31ai_1 | 2 |
| sky130_fd_sc_hd__or2_2 | 6 |
| sky130_fd_sc_hd__or3_1 | 6 |
| sky130_fd_sc_hd__xnor2_1 | 7 |
| sky130_fd_sc_hd__xor2_1 | 3 |
through the flow:
stage                     setup WS, ps   util  setup TNS (ps)  instances  power (uW)
after detailed placement           134  0.311               0        410         110
after global routing             -43.1  0.347           -43.1        422         138
final                              534  0.347               0        422         125
after global placement             221  0.311               0        410         109
after CTS                         80.8  0.311               0        410         111
after floorplan                    924      -               0        222        66.2
critical path: cells and delay by family:
family                   cells  cell delay, ps
AND-OR/OR-AND               20            3880
AND/OR/NAND/NOR              8            1500
buffers and inverters        6            1350
adder cells (fa/ha/maj)      7            1950
multiplexers                 3             800
metal layers:
layer  global-route usage  vias up
met4              0.00868        0
met5                    0        -
met1               0.0961      890
met2                0.144       19
met3              0.00493        2
li1                     -     1034
repair_timing:
action	CTS	global route
buffers inserted	0	12
hold endpoints to repair	0	0
endpoints found under the setup margin	0	1
resized	0	43
cell type report:
| type | count | area, sq um | share of cell area |
|---|---|---|---|
| inverter | 19 | 76.3 | 0.0270 |
| timing repair buffer | 101 | 828 | 0.293 |
| tap | 105 | 131 | 0.0465 |
| multi-input combinational | 197 | 1790 | 0.633 |
path summary, 6_finish.rpt:
path	start	to	slack, ps
min	b[4]	div_out[7]	7550
max	b[2]	div_out[0]	530
Power figures rest on the tool's default switching activity, not on a simulated workload.
