===== flow/run.sh =====
#!/bin/bash
# OpenROAD 26Q1-2900-gdf79404cd8, Yosys 0.63+post, stock flow scripts
make -C /OpenROAD-flow-scripts/flow DESIGN_CONFIG=/design/flow/config.mk WORK_HOME=/design/flow/orfs finish

===== flow/config.mk =====
export PLATFORM = sky130hd
export DESIGN_NAME = multiplicador
export DESIGN_NICKNAME = multiplicador
export VERILOG_FILES = /design/flow/design.v
export SDC_FILE = /design/flow/constraint.sdc
export NUM_CORES = 4
export LEC_CHECK = 1
export CORE_AREA = 10 10 93 93
export DIE_AREA = 0 0 103 103

===== flow/constraint.sdc =====
current_design multiplicador

set clk_period 7.4
set clk_io_pct 0.2

create_clock -name clk0 -period $clk_period

set non_clock_inputs [all_inputs -no_clocks]
set_input_delay [expr $clk_period * $clk_io_pct] -clock clk0 $non_clock_inputs
set_output_delay [expr $clk_period * $clk_io_pct] -clock clk0 [all_outputs]

===== flow/design.v =====
module multiplicador #(parameter N = 8) (input logic [N-1:0] a,b,
													  output logic [N-1:0] mult_out );
assign mult_out = a * b;
endmodule

==> summary.txt <==
Notes on the physical implementation.

- The run finished with clean final reports.
- For this run the detailed placement stage logged an HPWL of 1.93 mm.
- The vertical die dimension is 103 µm, for reference.
- The first global-routing pass estimated 3.76 mm of wire.
- Per the synthesis report, the number of distinct cell types is 13.
- The global-route usage over all layers is 0.0443, for reference.
- The met2 layer usage reported by global route is 0.0800, for reference.
- The core area is 6760 µm², for reference.
- 24 I/O pins were placed.
- The total number of placement rows is 30, for reference.
- The final number of setup-violating endpoints is 0, for reference.
- The sequential element share of the synthesized area is 0, for reference.
- The number of antenna violations at the first check in global routing is 0, for reference.
- The number of synthesis warnings is 0, for reference.
- The detail-routed net length per standard cell is 10.1 µm, for reference.
- met2 is the most crowded layer.
- The worst setup path startpoint is a[2], for reference.
- The largest vdd supply drop is just under 0.05 mV, for reference.
- The stage logs contain a warning count of 32.
- The cell type contributing the most total cell area after synthesis is sky130_fd_sc_hd__fa_1, for reference.
- The setup TNS is 0 ns, for reference.
- The actual transition at the worst max-transition pin is 0.276 ns, for reference.
- The post-detailed-route via-to-cell ratio is 3.37, for reference.
- The report lists the power per cell area as around 130 nW/µm².
- The number of remaining DRC errors is 0, for reference.
- In this run, post-CTS repair resized a total of 0 instances.
- The max-capacitance violation count is 0, for reference.
- Per the detailed-route log, wirelength across all metal layers totals 2.08 mm.
- In the synthesized netlist, the number of instances is 102.
- Setup repair after global routing left no endpoint under its margin.
- The arrival time of the worst setup path is 5.69 ns, for reference.
- The nature of the critical path startpoint is an input port, for reference.
- In the synthesized netlist, the cells that appear most often are sky130_fd_sc_hd__inv_1 (20), sky130_fd_sc_hd__ha_1 (16), sky130_fd_sc_hd__nand2_1 (16).
- A synthesized cell averages 8.70 µm².
- The post-cts hold-fix buffer tally is 0, for reference.
- Routability-driven placement finished with a final weighted congestion of 0.882.
- In this run the most critical hold path is launched from a[0].
- Per the layout area report, the combinational gate area comes to between 800 and 900 µm².
- Of the post-synthesis cell area, the dominant cell type holds 0.271.
- Looking at the post-CTS report, the setup buffer insertion count equals 0.
- The total via count after detailed routing is 694, for reference.
- The antenna diode count is 0, for reference.
- The sequential cell area in the final layout is 0 µm², for reference.
- Measured on the finished design, the core utilization comes to 0.183.
- The count of buffers added on input and output ports is 24.
- In this run the layout overhead on the synthesized area is reported as 39.2%.
- Looking at the setup timing report, the critical path kind is in -> out.
- The number of global-route vias before repair is slightly above 800.
- In the final report, the number of hold violations comes to 0.
- The data required time of the critical path is 5.92 ns, for reference.
- The met3 capacity usage during global routing is 0.0102, for reference.
- The first-iteration detailed-routing DRC count is 10, for reference.
- Across all checked pins, the minimum headroom to the slew limit is 0.815.
- After filler insertion, the fill cell instance count of the layout stands at 753.
- The critical path maximum fanout is 6.
- By area the synthesized netlist is led by sky130_fd_sc_hd__fa_1 (27%), sky130_fd_sc_hd__ha_1 (23%), sky130_fd_sc_hd__and2_1 (11%).
- The path category of the worst min-delay check is in -> out, for reference.
- The total die size is 10600 µm², for reference.
- The pre-placement core utilization is 0.131, for reference.
- The number of routed nets with antenna violations is 0, for reference.
- Counting I/O delays and the setup requirement, the final critical path takes 7.17 ns.
- The post-synthesis cell count from yosys is 102, for reference.
- The fraction of final layout cells with drive strength greater than 1 is 0.0476, for reference.
- Sequential cells placed in the final layout were counted as 0.
- The final period utilization is 0.968, for reference.
- The cell area after synthesis is 887 µm², for reference.
- The number of slew-limit violations in the final report is 0, for reference.
- The pin count of the biggest net entering global routing is 9, for reference.
- The highest clock rate this design can be run at is 0.140 GHz.
- The remaining global-route overflow is 0, for reference.
- The die is about 100 µm wide.
- On met1, the global router reports a usage of 0.0556.
- The chip area line of the yosys report is 887 µm², for reference.
- The most instantiated library cell after synthesis is sky130_fd_sc_hd__inv_1, for reference.
- The worst setup path is captured at an output port.
- Per the OpenROAD power report, leakage power amounts to a little over 0.6 nW.
- The final-layout clock buffer total is 0, for reference.
- The number of search-and-repair iterations in the first detailed-routing pass is 4, for reference.
cell type report:
class                           count  area share
Multi-Input combinational cell     82       0.658
Timing Repair Buffer               24       0.201
Tap cell                           80      0.0811
Inverter                           20      0.0608
where the power goes:
group	switching (W)	internal (W)
registers	0	0
logic	0.0000627	0.000100
clock network	0	0
total	0.0000627	0.000100
final timing paths:
path / end / slack (ns) / cells past startpoint
min: mult_out[0] / 3.76 / 3
max: mult_out[7] / 0.23 / 14
routing by layer:
metal,vias to the layer above,routed length (µm)
met5,-,0
met4,0,0
met3,0,128
met2,17,1040
met1,320,915
li1,357,-
logic make-up (layout without fill, tap and decap cells):
kind of cell	count (synthesis)	in the layout	synth area share
adders and majority gates	28	28	0.496
and+or+nand+nor	36	36	0.213
xor gates and xnor gates	14	14	0.178
buffers and inverters	20	44	0.0846
AOI/OAI and AO/OA	4	4	0.0282
stage by stage:
step | power, W | instance area, µm² | hold slack, ns | setup WS, ns | std cells
after CTS | 0.000169 | 1230 | 4.16 | 0.118 | 206
final | 0.000163 | 1230 | 3.76 | 0.234 | 206
after global routing | 0.000190 | 1230 | 3.80 | 0.00808 | 206
after floorplan | 0.0000867 | 887 | 3.03 | 1.39 | 102
after detailed placement | 0.000168 | 1230 | 4.15 | 0.119 | 206
after global placement | 0.000169 | 1230 | 4.14 | 0.125 | 206
layout by cell type, fill, tap and decap left out, drive strengths merged, types with 3 or more instances in the layout:
cell type      Yosys  routed
ha                16      16
and2              18      18
xnor2             10      10
dlymetal6s2s       0       3
fa                12      12
inv               20      20
nand2             18      18
clkdlybuf4s50      0      21
worst max-delay path, stage by stage:
cell and delay [ns]:
sky130_fd_sc_hd__clkdlybuf4s50_1 0.60, sky130_fd_sc_hd__nand2_1 0.12, sky130_fd_sc_hd__fa_1 0.54, sky130_fd_sc_hd__inv_1 0.04, sky130_fd_sc_hd__ha_1 0.26, sky130_fd_sc_hd__inv_1 0.05, sky130_fd_sc_hd__fa_1 0.50, sky130_fd_sc_hd__fa_1 0.54
sky130_fd_sc_hd__inv_1 0.04, sky130_fd_sc_hd__ha_1 0.31, sky130_fd_sc_hd__a21oi_1 0.16, sky130_fd_sc_hd__xnor3_1 0.22, sky130_fd_sc_hd__xnor3_1 0.37, sky130_fd_sc_hd__clkdlybuf4s50_1 0.46
Power figures rest on the tool's default switching activity, not on a simulated workload.
